## /design/flow/config.mk

```make
export PLATFORM = sky130hd
export DESIGN_NAME = second_stage
export DESIGN_NICKNAME = second_stage
export VERILOG_FILES = /design/flow/design.v
export SDC_FILE = /design/flow/constraint.sdc
export NUM_CORES = 4
export LEC_CHECK = 1
export CORE_UTILIZATION = 30
```

## /design/flow/constraint.sdc

```tcl
current_design second_stage

set clk_period 6.8
set clk_io_pct 0.2

create_clock -name clk0 -period $clk_period [get_ports {iClk}]

set non_clock_inputs [all_inputs -no_clocks]
set_input_delay [expr $clk_period * $clk_io_pct] -clock clk0 $non_clock_inputs
set_output_delay [expr $clk_period * $clk_io_pct] -clock clk0 [all_outputs]
```

## /design/flow/design.v

```verilog
`timescale 1 ns / 1 ns  
module buffer_32 (
   iClk,
   iEn,
   iData_Re,
   iData_Im,
   oData_Re,
   oData_Im);
input   iClk; 
input   iEn; 
input   [32:0] iData_Re; 
input   [32:0] iData_Im; 
output   [32:0] oData_Re; 
output   [32:0] oData_Im; 
wire    [32:0] oData_Re; 
wire    [32:0] oData_Im; 
reg     [65:0] memory [31:0]; 
assign oData_Re = memory[31][65:33]; 
assign oData_Im = memory[31][32:0]; 
always @(posedge iClk)
   begin : process_1
   if (iClk === 1'b 1)
      begin
      if (iEn === 1'b 1)
         begin
         memory[31] <= memory[30];   
         memory[30] <= memory[29];   
         memory[29] <= memory[28];   
         memory[28] <= memory[27];   
         memory[27] <= memory[26];   
         memory[26] <= memory[25];   
         memory[25] <= memory[24];   
         memory[24] <= memory[23];   
         memory[23] <= memory[22];   
         memory[22] <= memory[21];   
         memory[21] <= memory[20];   
         memory[20] <= memory[19];   
         memory[19] <= memory[18];   
         memory[18] <= memory[17];   
         memory[17] <= memory[16];   
         memory[16] <= memory[15];   
         memory[15] <= memory[14];   
         memory[14] <= memory[13];   
         memory[13] <= memory[12];   
         memory[12] <= memory[11];   
         memory[11] <= memory[10];   
         memory[10] <= memory[9];   
         memory[9] <= memory[8];   
         memory[8] <= memory[7];   
         memory[7] <= memory[6];   
         memory[6] <= memory[5];   
         memory[5] <= memory[4];   
         memory[4] <= memory[3];   
         memory[3] <= memory[2];   
         memory[2] <= memory[1];   
         memory[1] <= memory[0];   
         memory[0] <= {iData_Re, iData_Im};   
         end
      else
         ;
      end
   end
endmodule  
`timescale 1 ns / 1 ns  
module cordic_mid (
   iReal,
   iImage,
   iPhi,
   oReal,
   oImage);
parameter n = 33;
input   [n - 1:0] iReal; 
input   [n - 1:0] iImage; 
input   [5:0] iPhi; 
output   [n - 1:0] oReal; 
output   [n - 1:0] oImage; 
wire    [n - 1:0] oReal; 
wire    [n - 1:0] oImage; 
parameter [7:0] alpha0 = 8'b 00110010; 
parameter [7:0] alpha1 = 8'b 00011110; 
parameter [7:0] alpha2 = 8'b 00010000; 
parameter [7:0] alpha3 = 8'b 00001000; 
parameter [7:0] alpha4 = 8'b 00000100; 
parameter [7:0] alpha5 = 8'b 00000010; 
parameter [7:0] alpha6 = 8'b 00000001; 
wire    [n + 1:0] x0; 
wire    [n + 1:0] x1; 
wire    [n + 1:0] x2; 
wire    [n + 1:0] x3; 
wire    [n + 1:0] x4; 
wire    [n + 1:0] x5; 
wire    [n + 1:0] x6; 
wire    [n + 1:0] x7; 
wire    [n + 1:0] x; 
wire    [n + 1:0] y0; 
wire    [n + 1:0] y1; 
wire    [n + 1:0] y2; 
wire    [n + 1:0] y3; 
wire    [n + 1:0] y4; 
wire    [n + 1:0] y5; 
wire    [n + 1:0] y6; 
wire    [n + 1:0] y7; 
wire    [n + 1:0] y; 
wire    [7:0] z0; 
wire    [7:0] z1; 
wire    [7:0] z2; 
wire    [7:0] z3; 
wire    [7:0] z4; 
wire    [7:0] z5; 
wire    [7:0] z6; 
wire    [5:0] Phi; 
assign Phi = (iPhi[5] & (iPhi[4] | iPhi[3] | iPhi[2] | 
      iPhi[1] | iPhi[0])) === 1'b 1 ? {1'b 0, iPhi[4:0]} : 
	iPhi; 
assign x0 = {iImage[n - 1], iImage[n - 1], 
      iImage}; 
assign y0 = {iReal[n - 1], iReal[n - 1], 
      iReal}; 
assign z0 = {Phi, 2'b 00} - {2'b 00, Phi} + 
      {5'b 00000, Phi[5:3]}; 
assign x1 = x0 - y0; 
assign y1 = y0 + x0; 
assign z1 = z0 - alpha0; 
assign x2 = z1[7] === 1'b 0 ? x1 - {y1[n + 1], 
      y1[n + 1:1]} : 
	x1 + {y1[n + 1], y1[n + 1:1]}; 
assign y2 = z1[7] === 1'b 0 ? y1 + {x1[n + 1], 
      x1[n + 1:1]} : 
	y1 - {x1[n + 1], x1[n + 1:1]} + 
      2'b 01; 
assign z2 = z1[7] === 1'b 0 ? z1 - alpha1 : 
	z1 + alpha1; 
assign x3 = z2[7] === 1'b 0 ? x2 - {y2[n + 1], 
      y2[n + 1], y2[n + 1:2]} : 
	x2 + {y2[n + 1], y2[n + 
      1], y2[n + 1:2]}; 
assign y3 = z2[7] === 1'b 0 ? y2 + {x2[n + 1], 
      x2[n + 1], x2[n + 1:2]} : 
	y2 - {x2[n + 1], x2[n + 
      1], x2[n + 1:2]} + 2'b 01; 
assign z3 = z2[7] === 1'b 0 ? z2 - alpha2 : 
	z2 + alpha2; 
assign x4 = z3[7] === 1'b 0 ? x3 - {y3[n + 1], 
      y3[n + 1], y3[n + 1], 
      y3[n + 1:3]} : 
	x3 + {y3[n + 1], y3[n + 
      1], y3[n + 1], y3[n + 1:3]}; 
assign y4 = z3[7] === 1'b 0 ? y3 + {x3[n + 1], 
      x3[n + 1], x3[n + 1], 
      x3[n + 1:3]} : 
	y3 - {x3[n + 1], x3[n + 
      1], x3[n + 1], x3[n + 1:3]} + 
      2'b 01; 
assign z4 = z3[7] === 1'b 0 ? z3 - alpha3 : 
	z3 + alpha3; 
assign x5 = z4[7] === 1'b 0 ? x4 - {y4[n + 1], 
      y4[n + 1], y4[n + 1], 
      y4[n + 1], y4[n + 1:4]} : 
	x4 + {y4[n + 1], y4[n + 
      1], y4[n + 1], y4[n + 
      1], y4[n + 1:4]}; 
assign y5 = z4[7] === 1'b 0 ? y4 + {x4[n + 1], 
      x4[n + 1], x4[n + 1], 
      x4[n + 1], x4[n + 1:4]} : 
	y4 - {x4[n + 1], x4[n + 
      1], x4[n + 1], x4[n + 
      1], x4[n + 1:4]} + 2'b 01; 
assign z5 = z4[7] === 1'b 0 ? z4 - alpha4 : 
	z4 + alpha4; 
assign x6 = z5[7] === 1'b 0 ? x5 - {y5[n + 1], 
      y5[n + 1], y5[n + 1], 
      y5[n + 1], y5[n + 1], 
      y5[n + 1:5]} : 
	x5 + {y5[n + 1], y5[n + 
      1], y5[n + 1], y5[n + 
      1], y5[n + 1], y5[n + 1:5]}; 
assign y6 = z5[7] === 1'b 0 ? y5 + {x5[n + 1], 
      x5[n + 1], x5[n + 1], 
      x5[n + 1], x5[n + 1], 
      x5[n + 1:5]} : 
	y5 - {x5[n + 1], x5[n + 
      1], x5[n + 1], x5[n + 
      1], x5[n + 1], x5[n + 1:5]} + 
      2'b 01; 
assign z6 = z5[7] === 1'b 0 ? z5 - alpha5 : 
	z5 + alpha5; 
assign x7 = z6[7] === 1'b 0 ? x6 - {y6[n + 1], 
      y6[n + 1], y6[n + 1], 
      y6[n + 1], y6[n + 1], 
      y6[n + 1], y6[n + 1:6]} : 
	x6 + {y6[n + 1], y6[n + 
      1], y6[n + 1], y6[n + 
      1], y6[n + 1], y6[n + 
      1], y6[n + 1:6]}; 
assign y7 = z6[7] === 1'b 0 ? y6 + {x6[n + 1], 
      x6[n + 1], x6[n + 1], 
      x6[n + 1], x6[n + 1], 
      x6[n + 1], x6[n + 1:6]} : 
	y6 - {x6[n + 1], x6[n + 
      1], x6[n + 1], x6[n + 
      1], x6[n + 1], x6[n + 
      1], x6[n + 1:6]} + 2'b 01; 
assign x = {x7[n + 1], x7[n + 1:1]} + 
      {x7[n + 1], x7[n + 1], 
      x7[n + 1], x7[n + 1:3]} - 
      {x7[n + 1], x7[n + 1], 
      x7[n + 1], x7[n + 1], 
      x7[n + 1], x7[n + 1], 
      x7[n + 1:6]} - {x7[n + 1], 
      x7[n + 1], x7[n + 1], 
      x7[n + 1], x7[n + 1], 
      x7[n + 1], x7[n + 1], 
      x7[n + 1], x7[n + 1], 
      x7[n + 1:9]} - {x7[n + 1], 
      x7[n + 1], x7[n + 1], 
      x7[n + 1], x7[n + 1], 
      x7[n + 1], x7[n + 1], 
      x7[n + 1], x7[n + 1], 
      x7[n + 1], x7[n + 1], 
      x7[n + 1], x7[n + 1:12]} + 
      {x7[n + 1], x7[n + 1], 
      x7[n + 1], x7[n + 1], 
      x7[n + 1], x7[n + 1], 
      x7[n + 1], x7[n + 1], 
      x7[n + 1], x7[n + 1], 
      x7[n + 1], x7[n + 1], 
      x7[n + 1], x7[n + 1], 
      x7[n + 1:14]} - {x7[n + 1], 
      x7[n + 1], x7[n + 1], 
      x7[n + 1], x7[n + 1], 
      x7[n + 1], x7[n + 1], 
      x7[n + 1], x7[n + 1], 
      x7[n + 1], x7[n + 1], 
      x7[n + 1], x7[n + 1], 
      x7[n + 1], x7[n + 1], 
      x7[n + 1], x7[n + 1:16]}; 
assign y = {y7[n + 1], y7[n + 1:1]} + 
      {y7[n + 1], y7[n + 1], 
      y7[n + 1], y7[n + 1:3]} - 
      {y7[n + 1], y7[n + 1], 
      y7[n + 1], y7[n + 1], 
      y7[n + 1], y7[n + 1], 
      y7[n + 1:6]} - {y7[n + 1], 
      y7[n + 1], y7[n + 1], 
      y7[n + 1], y7[n + 1], 
      y7[n + 1], y7[n + 1], 
      y7[n + 1], y7[n + 1], 
      y7[n + 1:9]} - {y7[n + 1], 
      y7[n + 1], y7[n + 1], 
      y7[n + 1], y7[n + 1], 
      y7[n + 1], y7[n + 1], 
      y7[n + 1], y7[n + 1], 
      y7[n + 1], y7[n + 1], 
      y7[n + 1], y7[n + 1:12]} + 
      {y7[n + 1], y7[n + 1], 
      y7[n + 1], y7[n + 1], 
      y7[n + 1], y7[n + 1], 
      y7[n + 1], y7[n + 1], 
      y7[n + 1], y7[n + 1], 
      y7[n + 1], y7[n + 1], 
      y7[n + 1], y7[n + 1], 
      y7[n + 1:14]} - {y7[n + 1], 
      y7[n + 1], y7[n + 1], 
      y7[n + 1], y7[n + 1], 
      y7[n + 1], y7[n + 1], 
      y7[n + 1], y7[n + 1], 
      y7[n + 1], y7[n + 1], 
      y7[n + 1], y7[n + 1], 
      y7[n + 1], y7[n + 1], 
      y7[n + 1], y7[n + 1:16]}; 
assign oReal = (iPhi[5] & (iPhi[4] | iPhi[3] | iPhi[2] | 
      iPhi[1] | iPhi[0])) === 1'b 0 ? y[n - 1:0] : 
	x[n - 1:0]; 
assign oImage = (iPhi[5] & (iPhi[4] | iPhi[3] | iPhi[2] | 
      iPhi[1] | iPhi[0])) === 1'b 0 ? x[n - 1:0] : 
	~y[n - 1:0] + 2'b 01; 
endmodule  
`timescale 1 ns / 1 ns  
module second_stage (
   iClk,
   iRst_n,
   iData_valid,
   iData_Re,
   iData_Im,
   oData_valid,
   oData_Re,
   oData_Im);
input   iClk; 
input   iRst_n; 
input   iData_valid; 
input   [31:0] iData_Re; 
input   [31:0] iData_Im; 
output   oData_valid; 
output   [32:0] oData_Re; 
output   [32:0] oData_Im; 
reg     oData_valid; 
reg     [32:0] oData_Re; 
reg     [32:0] oData_Im; 
wire    [32:0] iData_32_Re; 
wire    [32:0] iData_32_Im; 
wire    [32:0] oData_32_Re; 
wire    [32:0] oData_32_Im; 
wire    [32:0] Product_Re; 
wire    [32:0] Product_Im; 
wire    [32:0] Pos_data_Re; 
wire    [32:0] Pos_data_Im; 
wire    [32:0] Neg_data_Re; 
wire    [32:0] Neg_data_Im; 
wire    [32:0] Data_Re; 
wire    [32:0] Data_Im; 
reg     [7:0] Counter; 
wire    [5:0] Phi; 
wire    En; 
wire    Rst; 
wire    Data_valid; 
assign En = Counter[7] | iData_valid; 
assign Data_valid = Counter[7] | iData_valid & (Counter[6] | Counter[5]); 
assign Rst = ~(~(Counter[7] & Counter[5]) & iRst_n); 
assign iData_32_Re = Counter[5] === 1'b 0 ? {iData_Re[31], iData_Re} : 
	Neg_data_Re; 
assign iData_32_Im = Counter[5] === 1'b 0 ? {iData_Im[31], iData_Im} : 
	Neg_data_Im; 
assign Pos_data_Re =iData_Re[31]===1'b1 ? (oData_32_Re - {~iData_Re+1'b1}):( oData_32_Re+iData_Re);; 
assign Pos_data_Im =iData_Im[31]===1'b1 ? (oData_32_Im - {~iData_Im+1'b1}):( oData_32_Im+iData_Im);
assign Neg_data_Re =iData_Re[31]===1'b1 ? (oData_32_Re + {~iData_Re+1'b1}):( oData_32_Re-iData_Re);; 
assign Neg_data_Im =iData_Im[31]===1'b1 ? (oData_32_Im + {~iData_Im+1'b1}):( oData_32_Im-iData_Im);
assign Data_Re = Counter[5] === 1'b 0 ? Product_Re : 
	Pos_data_Re; 
assign Data_Im = Counter[5] === 1'b 0 ? Product_Im : 
	Pos_data_Im; 
always @(posedge iClk or posedge Rst)
   begin : Counter_process
   if (Rst === 1'b 1)
      begin
      Counter <= {8{1'b 0}};   
      end
   else if (iClk === 1'b 1 )
      begin
      if (En === 1'b 1)
         begin
         Counter <= Counter + 2'b 01;   
         end
      else
         begin
         Counter <= Counter;   
         end
      end
   end
always @(posedge iClk or negedge iRst_n)
   begin : Data_output
   if (iRst_n === 1'b 0)
      begin
      oData_valid <= 1'b 0;   
      oData_Re <= {33{1'b 0}};   
      oData_Im <= {33{1'b 0}};   
      end
   else if (iClk === 1'b 1 )
      begin
      oData_valid <= Data_valid;   
      oData_Re <= Data_Re;   
      oData_Im <= Data_Im;   
      end
   end
assign Phi = {Counter[4:0], 1'b 0}; 
defparam
      Cordic_mid_process.n = 33;
cordic_mid Cordic_mid_process (.iReal(oData_32_Re),
          .iImage(oData_32_Im),
          .iPhi(Phi),
          .oReal(Product_Re),
          .oImage(Product_Im));
buffer_32 Buffer_32_process (.iClk(iClk),
          .iEn(En),
          .iData_Re(iData_32_Re),
          .iData_Im(iData_32_Im),
          .oData_Re(oData_32_Re),
          .oData_Im(oData_32_Im));
endmodule  
```

## /design/flow/run.sh

```bash
#!/bin/bash
# OpenROAD 26Q1-2900-gdf79404cd8, Yosys 0.63+post, stock flow scripts
make -C /OpenROAD-flow-scripts/flow DESIGN_CONFIG=/design/flow/config.mk WORK_HOME=/design/flow/orfs finish
```

==> impl_metrics.tcl <==
# place-and-route summary
set metrics [dict create \
    outcome "complete, but fails checks" \
    violations "setup timing" \
    rsz0062_at_grt "true" \
    grt_max_degree 146 \
    port_buffers 133 \
    antenna_left 0 \
    wl_per_cell_um 17.06 \
    core_sq_um 424000 \
    ios 134 \
    fp-utilization 0.3015 \
    synth_cell_type_count 109 \
    yosys_warnings 5 \
    clkTransAtPathRegs_ns 0.07 \
    syn_area_sq_um 127900 \
    gp_congestion 0.9699 \
    maxSlewViolCount 0 \
    htree_levels 4 \
    routed_via_density 4.522 \
    path_class "reg2reg" \
    antenna_found_initial 20 \
    syn_inst 10960 \
    cp.arrival_ns 23.09 \
    drt_first_iter_violations 5083 \
    async_flop_share 0.03429 \
    cpMostUsedCell "buf_4" \
    grt_overflow 0 \
    cts.sinks 2187 \
    drc 0 \
    cap_viol_max_count 0 \
    setup-tns-final_ns -923.30 \
    worst_r2r_startpoint "Buffer_32_process.memory[31][0]$_DFFE_PP_" \
    utilization 0.4155 \
    syn_area_per_cell_sq_um 11.67 \
    drtPass1Iterations 6 \
    use_met2 0.2633 \
    r2r_slack_ns -15.47 \
    die_y_um 654.9 \
    topCellsByArea "edfxtp_1, ha_1, xnor2_1, fa_1, inv_1" \
    clock.fmax_mhz 44.91 \
    synth_flops 2187 \
    slew_headroom 0.4164 \
    tool_warnings 321 \
    whs_endpoint "Buffer_32_process.memory[6][54]$_DFFE_PP_" \
    final_cell_area_sq_um 176200 \
    edf_count 2112 \
    ys_cells 10960 \
    drive_gt1_frac 0.3388 \
    reg2regPathDepth 114 \
    synth-main-ff-cell "edfxtp_1" \
    top_area_frac 0.4960 \
    r2r-end "oData_Im[32]$_DFF_PN0_" \
    crit_path_max_incr_delay_ns 0.52 \
    clock-skew-final_ns 0.1472 \
    hold_class "reg2reg" \
    whs_path_depth 0 \
    use_met3 0.05753 \
    worst_pin_slew_ns 0.8724 \
    insertion_delay_ns 0.95 \
    dpl-instance-area_sq_um 163500 \
    syn_to_final_growth_pct 37.77 \
    critPathSlowestCell "a21boi_0" \
    grt_pass1_wl_mm 534.0 \
    row_count 239 \
    endpoint_kind "flop" \
    setup_viol 66 \
    cts_tree "done" \
    clockBufferDepth 4 \
    hold_start "Buffer_32_process.memory[5][54]$_DFFE_PP_" \
    top_area_cell "edfxtp_1" \
    finalHoldViolCount 0 \
    synth_seq_share 0.5107 \
    track_usage 0.1709 \
    cts_root_buffer "clkbuf_16" \
    fin_crit_sh 3.275 \
    crit_fanout 5 \
    period_minus_slack_ns 22.27 \
    die_area_sq_um 428800 \
    grt_pass1_vias 91310 \
    wirelength_mm 352.8 \
    cp-startpoint "Buffer_32_process.memory[31][0]$_DFFE_PP_" \
    layout_top_cell "buf_4" \
    cp.required_ns 7.62 \
    preCtsSetupSlack_ns -16.86 \
    final_cell_mix "buf_4, edfxtp_1, inv_1, ha_1, nor2_1" \
    grtUsageMet1 0.2376 \
    top_usage_layer "met2" \
    cts_buffers 205 \
    worst_slack_ns -15.47 \
    fp.dieW_um 654.9 \
    vias 93480 \
    place.detailed.hpwl_mm 282.9 \
    ys_area_sq_um 127900 \
    start_kind "flop" \
]
[Yosys cell counts, types with 16 or more instances]
cell	instances
o31a_1	17
or2_2	67
nand3b_1	26
o211ai_1	51
a31o_2	18
xor2_1	248
a21boi_0	59
o31ai_1	57
nand3_1	164
or3_1	96
nor3_1	274
xnor2_1	739
a21oi_1	741
o21bai_1	176
mux2_2	67
o21ai_0	466
a2111oi_0	26
mux2i_1	64
dfrtp_1	75
o41ai_1	41
and2_1	66
nand4_1	57
nor2b_1	84
edfxtp_1	2112
nor3b_1	20
inv_1	1206
nor2_1	790
nand2_1	497
buf_1	28
a31oi_1	112
a41oi_1	26
a21o_1	170
or4_1	17
ha_1	1085
o21a_1	80
a211o_1	24
o2111ai_1	22
nor4_1	60
o21ai_1	16
fa_1	314
clkbuf_1	156
nand2b_1	102
and3_1	73
a211oi_1	108
[metrics by stage]
step,hold WS [ns],std cells
floorplan,0.4003,10960
global placement,0.4003,20080
detailed placement,0.4045,20080
CTS,0.3369,20600
global route,0.3533,20670
finish,0.3449,20680
[kinds of logic (layout without fill, tap and decap cells)]
group	after synthesis	after routing	synth area share
DFF	2187	2187	0.5107
AOI/OAI and AO/OA	2385	2385	0.1197
and+or+nand+nor	2446	2446	0.09234
adders and majority gates	1406	1406	0.1559
other	0	15	0
muxes	131	131	0.01091
xor gates and xnor gates	994	994	0.06894
buffers and inverters	1409	5448	0.04161
[metal layers]
| metal | vias to the layer above | share of wire |
|---|---|---|
| li1 | 47180 | - |
| met3 | 412 | 0.080 |
| met1 | 43990 | 0.43 |
| met2 | 1901 | 0.45 |
| met5 | - | 0.000079 |
| met4 | 4 | 0.039 |
[timing repair]
action                                  CTS  global route
buffers inserted                        141            65
endpoints found under the hold margin     0             0
pin swaps                               271           272
gates resized                           571           407
endpoints found under the setup margin   68            77
hold buffers                              0             0
[final cells by class]
class                      count  area, sq um
timing repair buffer        3858        29910
fill                       39450       247900
antenna                       15        37.54
inverter                    1213         4586
tap                         5663         7086
clock inverter               135         1265
sequential                  2187        65300
multi-input combinational   7362        62680
clock buffer                 242         5299
[critical path: cells and delay by family (launching register included)]
family | cells | cell delay, ns
AND-OR/OR-AND | 39 | 7.90
buffers and inverters | 23 | 2.69
adder cells (fa/ha/maj) | 17 | 5.30
flip-flops | 1 | 0.42
XOR/XNOR | 8 | 1.72
multiplexers | 1 | 0.09
AND/OR/NAND/NOR | 26 | 4.05
[worst max path at each step]
stage                         to  depth (start not counted)
5_1_grt   oData_Im[32]$_DFF_PN0_                        130
6_report  oData_Im[32]$_DFF_PN0_                        114
4_1_cts   oData_Im[32]$_DFF_PN0_                        121
[state kept, by name (all words and copies together), names as in the netlist]
register,cells
Buffer_32_process.memory,2112
Counter,8
oData_Im,33
oData_valid,1
oData_Re,33
