## flow/config.mk

```make
export PLATFORM = sky130hd
export DESIGN_NAME = fifth_stage
export DESIGN_NICKNAME = fifth_stage
export VERILOG_FILES = /design/flow/design.v
export SDC_FILE = /design/flow/constraint.sdc
export NUM_CORES = 4
export LEC_CHECK = 1
export CORE_UTILIZATION = 30
```

## flow/constraint.sdc

```tcl
current_design fifth_stage

set clk_period 7.0
set clk_io_pct 0.2

create_clock -name clk0 -period $clk_period [get_ports {iClk}]

set non_clock_inputs [all_inputs -no_clocks]
set_input_delay [expr $clk_period * $clk_io_pct] -clock clk0 $non_clock_inputs
set_output_delay [expr $clk_period * $clk_io_pct] -clock clk0 [all_outputs]
```

## flow/design.v

```verilog
`timescale 1 ns / 1 ns  
module buffer_4 (
   iClk,
   iEn,
   iData_Re,
   iData_Im,
   oData_Re,
   oData_Im);
input   iClk; 
input   iEn; 
input   [35:0] iData_Re; 
input   [35:0] iData_Im; 
output   [35:0] oData_Re; 
output   [35:0] oData_Im; 
wire    [35:0] oData_Re; 
wire    [35:0] oData_Im; 
reg     [71:0] memory [3:0]; 
assign oData_Re = memory[3][71:36]; 
assign oData_Im = memory[3][35:0]; 
always @(posedge iClk)
   begin : process_1
   if (iClk === 1'b 1)
      begin
      if (iEn === 1'b 1)
         begin
         memory[3] <= memory[2];   
         memory[2] <= memory[1];   
         memory[1] <= memory[0];   
         memory[0] <= {iData_Re, iData_Im};   
         end
      else
         ;
      end
   end
endmodule  
`timescale 1 ns / 1 ns  
module cordic_mid (
   iReal,
   iImage,
   iPhi,
   oReal,
   oImage);
parameter n = 33;
input   [n - 1:0] iReal; 
input   [n - 1:0] iImage; 
input   [5:0] iPhi; 
output   [n - 1:0] oReal; 
output   [n - 1:0] oImage; 
wire    [n - 1:0] oReal; 
wire    [n - 1:0] oImage; 
parameter [7:0] alpha0 = 8'b 00110010; 
parameter [7:0] alpha1 = 8'b 00011110; 
parameter [7:0] alpha2 = 8'b 00010000; 
parameter [7:0] alpha3 = 8'b 00001000; 
parameter [7:0] alpha4 = 8'b 00000100; 
parameter [7:0] alpha5 = 8'b 00000010; 
parameter [7:0] alpha6 = 8'b 00000001; 
wire    [n + 1:0] x0; 
wire    [n + 1:0] x1; 
wire    [n + 1:0] x2; 
wire    [n + 1:0] x3; 
wire    [n + 1:0] x4; 
wire    [n + 1:0] x5; 
wire    [n + 1:0] x6; 
wire    [n + 1:0] x7; 
wire    [n + 1:0] x; 
wire    [n + 1:0] y0; 
wire    [n + 1:0] y1; 
wire    [n + 1:0] y2; 
wire    [n + 1:0] y3; 
wire    [n + 1:0] y4; 
wire    [n + 1:0] y5; 
wire    [n + 1:0] y6; 
wire    [n + 1:0] y7; 
wire    [n + 1:0] y; 
wire    [7:0] z0; 
wire    [7:0] z1; 
wire    [7:0] z2; 
wire    [7:0] z3; 
wire    [7:0] z4; 
wire    [7:0] z5; 
wire    [7:0] z6; 
wire    [5:0] Phi; 
assign Phi = (iPhi[5] & (iPhi[4] | iPhi[3] | iPhi[2] | 
      iPhi[1] | iPhi[0])) === 1'b 1 ? {1'b 0, iPhi[4:0]} : 
	iPhi; 
assign x0 = {iImage[n - 1], iImage[n - 1], 
      iImage}; 
assign y0 = {iReal[n - 1], iReal[n - 1], 
      iReal}; 
assign z0 = {Phi, 2'b 00} - {2'b 00, Phi} + 
      {5'b 00000, Phi[5:3]}; 
assign x1 = x0 - y0; 
assign y1 = y0 + x0; 
assign z1 = z0 - alpha0; 
assign x2 = z1[7] === 1'b 0 ? x1 - {y1[n + 1], 
      y1[n + 1:1]} : 
	x1 + {y1[n + 1], y1[n + 1:1]}; 
assign y2 = z1[7] === 1'b 0 ? y1 + {x1[n + 1], 
      x1[n + 1:1]} : 
	y1 - {x1[n + 1], x1[n + 1:1]} + 
      2'b 01; 
assign z2 = z1[7] === 1'b 0 ? z1 - alpha1 : 
	z1 + alpha1; 
assign x3 = z2[7] === 1'b 0 ? x2 - {y2[n + 1], 
      y2[n + 1], y2[n + 1:2]} : 
	x2 + {y2[n + 1], y2[n + 
      1], y2[n + 1:2]}; 
assign y3 = z2[7] === 1'b 0 ? y2 + {x2[n + 1], 
      x2[n + 1], x2[n + 1:2]} : 
	y2 - {x2[n + 1], x2[n + 
      1], x2[n + 1:2]} + 2'b 01; 
assign z3 = z2[7] === 1'b 0 ? z2 - alpha2 : 
	z2 + alpha2; 
assign x4 = z3[7] === 1'b 0 ? x3 - {y3[n + 1], 
      y3[n + 1], y3[n + 1], 
      y3[n + 1:3]} : 
	x3 + {y3[n + 1], y3[n + 
      1], y3[n + 1], y3[n + 1:3]}; 
assign y4 = z3[7] === 1'b 0 ? y3 + {x3[n + 1], 
      x3[n + 1], x3[n + 1], 
      x3[n + 1:3]} : 
	y3 - {x3[n + 1], x3[n + 
      1], x3[n + 1], x3[n + 1:3]} + 
      2'b 01; 
assign z4 = z3[7] === 1'b 0 ? z3 - alpha3 : 
	z3 + alpha3; 
assign x5 = z4[7] === 1'b 0 ? x4 - {y4[n + 1], 
      y4[n + 1], y4[n + 1], 
      y4[n + 1], y4[n + 1:4]} : 
	x4 + {y4[n + 1], y4[n + 
      1], y4[n + 1], y4[n + 
      1], y4[n + 1:4]}; 
assign y5 = z4[7] === 1'b 0 ? y4 + {x4[n + 1], 
      x4[n + 1], x4[n + 1], 
      x4[n + 1], x4[n + 1:4]} : 
	y4 - {x4[n + 1], x4[n + 
      1], x4[n + 1], x4[n + 
      1], x4[n + 1:4]} + 2'b 01; 
assign z5 = z4[7] === 1'b 0 ? z4 - alpha4 : 
	z4 + alpha4; 
assign x6 = z5[7] === 1'b 0 ? x5 - {y5[n + 1], 
      y5[n + 1], y5[n + 1], 
      y5[n + 1], y5[n + 1], 
      y5[n + 1:5]} : 
	x5 + {y5[n + 1], y5[n + 
      1], y5[n + 1], y5[n + 
      1], y5[n + 1], y5[n + 1:5]}; 
assign y6 = z5[7] === 1'b 0 ? y5 + {x5[n + 1], 
      x5[n + 1], x5[n + 1], 
      x5[n + 1], x5[n + 1], 
      x5[n + 1:5]} : 
	y5 - {x5[n + 1], x5[n + 
      1], x5[n + 1], x5[n + 
      1], x5[n + 1], x5[n + 1:5]} + 
      2'b 01; 
assign z6 = z5[7] === 1'b 0 ? z5 - alpha5 : 
	z5 + alpha5; 
assign x7 = z6[7] === 1'b 0 ? x6 - {y6[n + 1], 
      y6[n + 1], y6[n + 1], 
      y6[n + 1], y6[n + 1], 
      y6[n + 1], y6[n + 1:6]} : 
	x6 + {y6[n + 1], y6[n + 
      1], y6[n + 1], y6[n + 
      1], y6[n + 1], y6[n + 
      1], y6[n + 1:6]}; 
assign y7 = z6[7] === 1'b 0 ? y6 + {x6[n + 1], 
      x6[n + 1], x6[n + 1], 
      x6[n + 1], x6[n + 1], 
      x6[n + 1], x6[n + 1:6]} : 
	y6 - {x6[n + 1], x6[n + 
      1], x6[n + 1], x6[n + 
      1], x6[n + 1], x6[n + 
      1], x6[n + 1:6]} + 2'b 01; 
assign x = {x7[n + 1], x7[n + 1:1]} + 
      {x7[n + 1], x7[n + 1], 
      x7[n + 1], x7[n + 1:3]} - 
      {x7[n + 1], x7[n + 1], 
      x7[n + 1], x7[n + 1], 
      x7[n + 1], x7[n + 1], 
      x7[n + 1:6]} - {x7[n + 1], 
      x7[n + 1], x7[n + 1], 
      x7[n + 1], x7[n + 1], 
      x7[n + 1], x7[n + 1], 
      x7[n + 1], x7[n + 1], 
      x7[n + 1:9]} - {x7[n + 1], 
      x7[n + 1], x7[n + 1], 
      x7[n + 1], x7[n + 1], 
      x7[n + 1], x7[n + 1], 
      x7[n + 1], x7[n + 1], 
      x7[n + 1], x7[n + 1], 
      x7[n + 1], x7[n + 1:12]} + 
      {x7[n + 1], x7[n + 1], 
      x7[n + 1], x7[n + 1], 
      x7[n + 1], x7[n + 1], 
      x7[n + 1], x7[n + 1], 
      x7[n + 1], x7[n + 1], 
      x7[n + 1], x7[n + 1], 
      x7[n + 1], x7[n + 1], 
      x7[n + 1:14]} - {x7[n + 1], 
      x7[n + 1], x7[n + 1], 
      x7[n + 1], x7[n + 1], 
      x7[n + 1], x7[n + 1], 
      x7[n + 1], x7[n + 1], 
      x7[n + 1], x7[n + 1], 
      x7[n + 1], x7[n + 1], 
      x7[n + 1], x7[n + 1], 
      x7[n + 1], x7[n + 1:16]}; 
assign y = {y7[n + 1], y7[n + 1:1]} + 
      {y7[n + 1], y7[n + 1], 
      y7[n + 1], y7[n + 1:3]} - 
      {y7[n + 1], y7[n + 1], 
      y7[n + 1], y7[n + 1], 
      y7[n + 1], y7[n + 1], 
      y7[n + 1:6]} - {y7[n + 1], 
      y7[n + 1], y7[n + 1], 
      y7[n + 1], y7[n + 1], 
      y7[n + 1], y7[n + 1], 
      y7[n + 1], y7[n + 1], 
      y7[n + 1:9]} - {y7[n + 1], 
      y7[n + 1], y7[n + 1], 
      y7[n + 1], y7[n + 1], 
      y7[n + 1], y7[n + 1], 
      y7[n + 1], y7[n + 1], 
      y7[n + 1], y7[n + 1], 
      y7[n + 1], y7[n + 1:12]} + 
      {y7[n + 1], y7[n + 1], 
      y7[n + 1], y7[n + 1], 
      y7[n + 1], y7[n + 1], 
      y7[n + 1], y7[n + 1], 
      y7[n + 1], y7[n + 1], 
      y7[n + 1], y7[n + 1], 
      y7[n + 1], y7[n + 1], 
      y7[n + 1:14]} - {y7[n + 1], 
      y7[n + 1], y7[n + 1], 
      y7[n + 1], y7[n + 1], 
      y7[n + 1], y7[n + 1], 
      y7[n + 1], y7[n + 1], 
      y7[n + 1], y7[n + 1], 
      y7[n + 1], y7[n + 1], 
      y7[n + 1], y7[n + 1], 
      y7[n + 1], y7[n + 1:16]}; 
assign oReal = (iPhi[5] & (iPhi[4] | iPhi[3] | iPhi[2] | 
      iPhi[1] | iPhi[0])) === 1'b 0 ? y[n - 1:0] : 
	x[n - 1:0]; 
assign oImage = (iPhi[5] & (iPhi[4] | iPhi[3] | iPhi[2] | 
      iPhi[1] | iPhi[0])) === 1'b 0 ? x[n - 1:0] : 
	~y[n - 1:0] + 2'b 01; 
endmodule  
`timescale 1 ns / 1 ns  
module fifth_stage (
   iClk,
   iRst_n,
   iData_valid,
   iData_Re,
   iData_Im,
   oData_valid,
   oData_Re,
   oData_Im);
input   iClk; 
input   iRst_n; 
input   iData_valid; 
input   [34:0] iData_Re; 
input   [34:0] iData_Im; 
output   oData_valid; 
output   [35:0] oData_Re; 
output   [35:0] oData_Im; 
reg     oData_valid; 
reg     [35:0] oData_Re; 
reg     [35:0] oData_Im; 
wire    [35:0] iData_4_Re; 
wire    [35:0] iData_4_Im; 
wire    [35:0] oData_4_Re; 
wire    [35:0] oData_4_Im; 
wire    [35:0] Product_Re; 
wire    [35:0] Product_Im; 
wire    [35:0] Pos_data_Re; 
wire    [35:0] Pos_data_Im; 
wire    [35:0] Neg_data_Re; 
wire    [35:0] Neg_data_Im; 
wire    [35:0] Data_Re; 
wire    [35:0] Data_Im; 
reg     [7:0] Counter; 
wire    [5:0] Phi; 
wire    En; 
wire    Rst; 
wire    Data_valid; 
assign En = Counter[7] | iData_valid; 
assign Data_valid = Counter[7] | iData_valid & (Counter[6] | Counter[5] | 
      Counter[4] | Counter[3] | Counter[2]); 
assign Rst = ~(~(Counter[7] & Counter[2]) & iRst_n); 
assign iData_4_Re = Counter[2] === 1'b 0 ? {iData_Re[34], iData_Re} : 
	Neg_data_Re; 
assign iData_4_Im = Counter[2] === 1'b 0 ? {iData_Im[34], iData_Im} : 
	Neg_data_Im; 
assign Pos_data_Re =iData_Re[34]===1'b1 ? (oData_4_Re - {~iData_Re+1'b1}):( oData_4_Re+iData_Re);; 
assign Pos_data_Im =iData_Im[34]===1'b1 ? (oData_4_Im - {~iData_Im+1'b1}):( oData_4_Im+iData_Im);
assign Neg_data_Re =iData_Re[34]===1'b1 ? (oData_4_Re + {~iData_Re+1'b1}):( oData_4_Re-iData_Re);; 
assign Neg_data_Im =iData_Im[34]===1'b1 ? (oData_4_Im + {~iData_Im+1'b1}):( oData_4_Im-iData_Im);
assign Data_Re = Counter[2] === 1'b 0 ? Product_Re : 
	Pos_data_Re; 
assign Data_Im = Counter[2] === 1'b 0 ? Product_Im : 
	Pos_data_Im; 
always @(posedge iClk or posedge Rst)
   begin : Counter_process
   if (Rst === 1'b 1)
      begin
      Counter <= {8{1'b 0}};   
      end
   else if (iClk === 1'b 1 )
      begin
      if (En === 1'b 1)
         begin
         Counter <= Counter + 2'b 01;   
         end
      else
         begin
         Counter <= Counter;   
         end
      end
   end
always @(posedge iClk or negedge iRst_n)
   begin : Data_output
   if (iRst_n === 1'b 0)
      begin
      oData_valid <= 1'b 0;   
      oData_Re <= {36{1'b 0}};   
      oData_Im <= {36{1'b 0}};   
      end
   else if (iClk === 1'b 1 )
      begin
      oData_valid <= Data_valid;   
      oData_Re <= Data_Re;   
      oData_Im <= Data_Im;   
      end
   end
assign Phi = {Counter[1:0], 4'b 0000}; 
defparam
      Cordic_mid_process.n = 36;
cordic_mid Cordic_mid_process (.iReal(oData_4_Re),
          .iImage(oData_4_Im),
          .iPhi(Phi),
          .oReal(Product_Re),
          .oImage(Product_Im));
buffer_4 Buffer_4_process (.iClk(iClk),
          .iEn(En),
          .iData_Re(iData_4_Re),
          .iData_Im(iData_4_Im),
          .oData_Re(oData_4_Re),
          .oData_Im(oData_4_Im));
endmodule  
```

## flow/run.sh

```bash
#!/bin/bash
# OpenROAD 26Q1-2900-gdf79404cd8, Yosys 0.63+post, stock flow scripts
make -C /OpenROAD-flow-scripts/flow DESIGN_CONFIG=/design/flow/config.mk WORK_HOME=/design/flow/orfs finish
```

==> flow_summary.json <==
{
  "drc": 0,
  "library_cell_contributing_the_largest_single_delay_on_the_critical_path": "sky130_fd_sc_hd__fa_1",
  "clk-insertion-delay-late_ps": 580,
  "max-slew-margin-rel_pct": 37.0,
  "die.size.x_um": 515,
  "critical_path.max_stage_delay_ps": 560,
  "synth-seq-area-share_pct": 13.5,
  "floorplan.die_area_um2": 265000,
  "clkTransAtPathRegs_ps": 60,
  "clock_path_buffers": 3,
  "yosys_warnings": 5,
  "core_region_area_um2": 261000,
  "drv.max_cap_violation_count": 0,
  "place.gp.congestion": 0.984,
  "clock_tree_from_tritoncts": "built",
  "tally_of_buffers_added_on_design_ports": 145,
  "start_kind": "flop",
  "met1_track_demand_over_resource_pct": 30.7,
  "gr-usage-met3_pct": 3.96,
  "timing.final.crit_period_ps": 22870,
  "common_cells": "sky130_fd_sc_hd__inv_1, sky130_fd_sc_hd__ha_1, sky130_fd_sc_hd__nor2_1, sky130_fd_sc_hd__a21oi_1, sky130_fd_sc_hd__xnor2_1",
  "route.detailed.vias_per_inst": 4.76,
  "globalRoute.totalOverflow": 0,
  "global_route.usage.total_pct": 21.5,
  "worst-slew-pin-transition_ps": 946,
  "worst_slack_ps": -15870,
  "critPathBufInv": 17,
  "rsz0062_at_grt": "true",
  "via_count": 82500,
  "master_cell_of_the_clock_root_buffer": "sky130_fd_sc_hd__clkbuf_16",
  "cts_buffers": 37,
  "cts.sinks": 369,
  "final_max_slew_viol_count": 0,
  "timing.hold.worst.class": "reg2reg",
  "cells_after_synthesis": 9983,
  "yosys.cell_count.top_type": "sky130_fd_sc_hd__inv_1",
  "violated_checks": "negative setup slack",
  "type_of_the_worst_setup_path": "reg2reg",
  "grt.met2_usage_pct": 33.7,
  "initialDrtViolationCount": 4271,
  "number_of_antenna_violations_at_the_first_check_in_global_routing": 6,
  "final_design_area_no_fill_um2": 121000,
  "critical_path_required_ps": 7450,
  "synth_stat.cells": 9983,
  "warnings": 330,
  "cp_data_arrival_time_ps": 23320,
  "synth_top_flop_cell": "sky130_fd_sc_hd__edfxtp_1",
  "crit_path_max_fanout": 10,
  "type_of_destination_of_the_critical_path": "flop",
  "synth.area.top_cells": "sky130_fd_sc_hd__ha_1, sky130_fd_sc_hd__edfxtp_1, sky130_fd_sc_hd__xnor2_1, sky130_fd_sc_hd__fa_1, sky130_fd_sc_hd__inv_1",
  "cts_hold_buffers": 0,
  "finalClockSkew_ps": 39.4,
  "yosysUniqueCellTypes": 120,
  "synth_async_reset_ratio_pct": 22.0,
  "syn-mean-instance-area_um2": 7.91,
  "grt_pass1_wl_um": 436000,
  "period_used_pct": 327,
  "yosysChipArea_um2": 78900,
  "initCoreUtil_pct": 30.3,
  "finalHoldViolations": 0,
  "deepest_level_of_the_cts_h_tree": 2,
  "io-pin-count": 146,
  "final_layout_size_suffix_gt1_share_pct": 36.9,
  "max_freq_ghz": 0.0437,
  "final.hold.worst_slack_ps": 401,
  "placement_stage_cell_area_um2": 113000,
  "final_antenna_net_count": 0,
  "synth_area_um2": 78900,
  "num_rows": 187,
  "synth.top_cell.area_share_pct": 18.1,
  "setup_tns_final_ps": -1003050,
  "vias_in_the_first_global_route": 80000,
  "crit_family": "simple AND/OR/NAND/NOR gates",
  "synth_flops": 369,
  "detailedRoute.firstPassIterationCount": 6,
  "drt_wl_total_um": 280000,
  "edf_count": 288,
  "chipHeight_um": 515,
  "run_status": "complete, but fails checks",
  "place.detailed.hpwl_um": 242000,
  "syn_to_final_growth_pct": 53.2,
  "synthDominantAreaCellType": "sky130_fd_sc_hd__ha_1",
  "largest_net_degree_at_the_start_of_global_routing": 122,
  "grt_busiest_layer": "met2",
  "detail_route.wl_per_cell_um": 16.1,
  "setup_viol_count_final": 74
}
path summary, 6_finish.rpt:
path	startpoint	endpoint	slack, ps	depth (start not counted)
setup / recovery	Buffer_4_process.memory[3][36]$_DFFE_PP_	oData_Im[35]$_DFF_PN0_	-15870	115
hold / removal	Buffer_4_process.memory[2][19]$_DFFE_PP_	Buffer_4_process.memory[3][19]$_DFFE_PP_	400	0
setup reg to reg	Buffer_4_process.memory[3][36]$_DFFE_PP_	oData_Im[35]$_DFF_PN0_	-15870	115
hold reg to reg	Buffer_4_process.memory[2][19]$_DFFE_PP_	Buffer_4_process.memory[3][19]$_DFFE_PP_	400	0
max in group asynchronous	iRst_n	Counter[0]$_DFFE_PN0P_	4850	4
min in group asynchronous	Counter[7]$_DFFE_PN0P_	Counter[7]$_DFFE_PN0P_	450	2
stage by stage:
step           setup WS [ps]  cells  utilization (%)
6_report              -15870  17400             46.4
5_1_grt               -16870  17300             46.4
4_1_cts               -15680  17300             45.4
3_5_place_dp          -16780  17100             43.5
3_3_place_gp          -16730  17100             43.5
2_1_floorplan         -15080   9983                -
registers in the layout, summed over array words and instances (netlist names):
| name | cells |
|---|---|
| Buffer_4_process.memory | 288 |
| Counter | 8 |
| oData_Im | 36 |
| oData_Re | 36 |
| oData_valid | 1 |
final cells by class:
type | count | area (um2)
repair buffers | 4010 | 30800
clock buffers | 44 | 1010
well taps | 3496 | 4370
multi-input cells | 8058 | 68800
clock inverters | 24 | 234
inverters | 1347 | 5090
fillers | 24600 | 140000
flip-flops and latches | 369 | 10700
diodes | 2 | 5.00
what timing repair did:
item	CTS	global route
setup endpoints to repair	85	91
gates resized	611	456
setup buffers	141	61
pin swaps	287	319
cells in the final DEF (no fill, tap or decap), types with 114 or more instances in the layout:
cell type,count
sky130_fd_sc_hd__clkdlybuf4s50_1,144
sky130_fd_sc_hd__o21ai_0,367
sky130_fd_sc_hd__fa_1,335
sky130_fd_sc_hd__o21bai_1,155
sky130_fd_sc_hd__a21o_1,212
sky130_fd_sc_hd__nand3_1,177
sky130_fd_sc_hd__xor2_1,233
sky130_fd_sc_hd__nand2_1,543
sky130_fd_sc_hd__buf_4,3817
sky130_fd_sc_hd__inv_1,1279
sky130_fd_sc_hd__xnor2_1,692
sky130_fd_sc_hd__ha_1,1031
sky130_fd_sc_hd__a21oi_1,623
sky130_fd_sc_hd__nor2_1,809
sky130_fd_sc_hd__edfxtp_1,288
sky130_fd_sc_hd__nor3_1,209
sky130_fd_sc_hd__o21a_1,114
sky130_fd_sc_hd__o21ai_1,118
sky130_fd_sc_hd__a21oi_2,162
per-layer routing:
layer,up-vias,routed length [um]
met5,-,36
met4,4,9730
met3,291,16000
met2,1573,122000
met1,38100,132000
li1,42500,-
kinds of logic (layout without fill, tap and decap cells):
family / count (synthesis) / in the layout / share of synthesized area, %
simple gates: 2694 / 2694 / 16.6
compound gates: 2667 / 2667 / 21.8
buf+inv: 1556 / 5425 / 7.43
fa+ha+maj: 1489 / 1489 / 26.8
xor+xnor: 1063 / 1063 / 11.9
flops: 369 / 369 / 13.5
mux: 145 / 145 / 1.96
other cells: 0 / 2 / 0
