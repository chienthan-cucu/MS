[flow/design.v]
`timescale 1 ns / 1 ns  
module buffer_8 (
   iClk,
   iEn,
   iData_Re,
   iData_Im,
   oData_Re,
   oData_Im);
input   iClk; 
input   iEn; 
input   [34:0] iData_Re; 
input   [34:0] iData_Im; 
output   [34:0] oData_Re; 
output   [34:0] oData_Im; 
wire    [34:0] oData_Re; 
wire    [34:0] oData_Im; 
reg     [69:0] memory [7:0]; 
assign oData_Re = memory[7][69:35]; 
assign oData_Im = memory[7][34:0]; 
always @(posedge iClk)
   begin : process_1
   if (iClk === 1'b 1)
      begin
      if (iEn === 1'b 1)
         begin
         memory[7] <= memory[6];   
         memory[6] <= memory[5];   
         memory[5] <= memory[4];   
         memory[4] <= memory[3];   
         memory[3] <= memory[2];   
         memory[2] <= memory[1];   
         memory[1] <= memory[0];   
         memory[0] <= {iData_Re, iData_Im};   
         end
      else
         ;
      end
   end
endmodule  
`timescale 1 ns / 1 ns  
module cordic_mid (
   iReal,
   iImage,
   iPhi,
   oReal,
   oImage);
parameter n = 33;
input   [n - 1:0] iReal; 
input   [n - 1:0] iImage; 
input   [5:0] iPhi; 
output   [n - 1:0] oReal; 
output   [n - 1:0] oImage; 
wire    [n - 1:0] oReal; 
wire    [n - 1:0] oImage; 
parameter [7:0] alpha0 = 8'b 00110010; 
parameter [7:0] alpha1 = 8'b 00011110; 
parameter [7:0] alpha2 = 8'b 00010000; 
parameter [7:0] alpha3 = 8'b 00001000; 
parameter [7:0] alpha4 = 8'b 00000100; 
parameter [7:0] alpha5 = 8'b 00000010; 
parameter [7:0] alpha6 = 8'b 00000001; 
wire    [n + 1:0] x0; 
wire    [n + 1:0] x1; 
wire    [n + 1:0] x2; 
wire    [n + 1:0] x3; 
wire    [n + 1:0] x4; 
wire    [n + 1:0] x5; 
wire    [n + 1:0] x6; 
wire    [n + 1:0] x7; 
wire    [n + 1:0] x; 
wire    [n + 1:0] y0; 
wire    [n + 1:0] y1; 
wire    [n + 1:0] y2; 
wire    [n + 1:0] y3; 
wire    [n + 1:0] y4; 
wire    [n + 1:0] y5; 
wire    [n + 1:0] y6; 
wire    [n + 1:0] y7; 
wire    [n + 1:0] y; 
wire    [7:0] z0; 
wire    [7:0] z1; 
wire    [7:0] z2; 
wire    [7:0] z3; 
wire    [7:0] z4; 
wire    [7:0] z5; 
wire    [7:0] z6; 
wire    [5:0] Phi; 
assign Phi = (iPhi[5] & (iPhi[4] | iPhi[3] | iPhi[2] | 
      iPhi[1] | iPhi[0])) === 1'b 1 ? {1'b 0, iPhi[4:0]} : 
	iPhi; 
assign x0 = {iImage[n - 1], iImage[n - 1], 
      iImage}; 
assign y0 = {iReal[n - 1], iReal[n - 1], 
      iReal}; 
assign z0 = {Phi, 2'b 00} - {2'b 00, Phi} + 
      {5'b 00000, Phi[5:3]}; 
assign x1 = x0 - y0; 
assign y1 = y0 + x0; 
assign z1 = z0 - alpha0; 
assign x2 = z1[7] === 1'b 0 ? x1 - {y1[n + 1], 
      y1[n + 1:1]} : 
	x1 + {y1[n + 1], y1[n + 1:1]}; 
assign y2 = z1[7] === 1'b 0 ? y1 + {x1[n + 1], 
      x1[n + 1:1]} : 
	y1 - {x1[n + 1], x1[n + 1:1]} + 
      2'b 01; 
assign z2 = z1[7] === 1'b 0 ? z1 - alpha1 : 
	z1 + alpha1; 
assign x3 = z2[7] === 1'b 0 ? x2 - {y2[n + 1], 
      y2[n + 1], y2[n + 1:2]} : 
	x2 + {y2[n + 1], y2[n + 
      1], y2[n + 1:2]}; 
assign y3 = z2[7] === 1'b 0 ? y2 + {x2[n + 1], 
      x2[n + 1], x2[n + 1:2]} : 
	y2 - {x2[n + 1], x2[n + 
      1], x2[n + 1:2]} + 2'b 01; 
assign z3 = z2[7] === 1'b 0 ? z2 - alpha2 : 
	z2 + alpha2; 
assign x4 = z3[7] === 1'b 0 ? x3 - {y3[n + 1], 
      y3[n + 1], y3[n + 1], 
      y3[n + 1:3]} : 
	x3 + {y3[n + 1], y3[n + 
      1], y3[n + 1], y3[n + 1:3]}; 
assign y4 = z3[7] === 1'b 0 ? y3 + {x3[n + 1], 
      x3[n + 1], x3[n + 1], 
      x3[n + 1:3]} : 
	y3 - {x3[n + 1], x3[n + 
      1], x3[n + 1], x3[n + 1:3]} + 
      2'b 01; 
assign z4 = z3[7] === 1'b 0 ? z3 - alpha3 : 
	z3 + alpha3; 
assign x5 = z4[7] === 1'b 0 ? x4 - {y4[n + 1], 
      y4[n + 1], y4[n + 1], 
      y4[n + 1], y4[n + 1:4]} : 
	x4 + {y4[n + 1], y4[n + 
      1], y4[n + 1], y4[n + 
      1], y4[n + 1:4]}; 
assign y5 = z4[7] === 1'b 0 ? y4 + {x4[n + 1], 
      x4[n + 1], x4[n + 1], 
      x4[n + 1], x4[n + 1:4]} : 
	y4 - {x4[n + 1], x4[n + 
      1], x4[n + 1], x4[n + 
      1], x4[n + 1:4]} + 2'b 01; 
assign z5 = z4[7] === 1'b 0 ? z4 - alpha4 : 
	z4 + alpha4; 
assign x6 = z5[7] === 1'b 0 ? x5 - {y5[n + 1], 
      y5[n + 1], y5[n + 1], 
      y5[n + 1], y5[n + 1], 
      y5[n + 1:5]} : 
	x5 + {y5[n + 1], y5[n + 
      1], y5[n + 1], y5[n + 
      1], y5[n + 1], y5[n + 1:5]}; 
assign y6 = z5[7] === 1'b 0 ? y5 + {x5[n + 1], 
      x5[n + 1], x5[n + 1], 
      x5[n + 1], x5[n + 1], 
      x5[n + 1:5]} : 
	y5 - {x5[n + 1], x5[n + 
      1], x5[n + 1], x5[n + 
      1], x5[n + 1], x5[n + 1:5]} + 
      2'b 01; 
assign z6 = z5[7] === 1'b 0 ? z5 - alpha5 : 
	z5 + alpha5; 
assign x7 = z6[7] === 1'b 0 ? x6 - {y6[n + 1], 
      y6[n + 1], y6[n + 1], 
      y6[n + 1], y6[n + 1], 
      y6[n + 1], y6[n + 1:6]} : 
	x6 + {y6[n + 1], y6[n + 
      1], y6[n + 1], y6[n + 
      1], y6[n + 1], y6[n + 
      1], y6[n + 1:6]}; 
assign y7 = z6[7] === 1'b 0 ? y6 + {x6[n + 1], 
      x6[n + 1], x6[n + 1], 
      x6[n + 1], x6[n + 1], 
      x6[n + 1], x6[n + 1:6]} : 
	y6 - {x6[n + 1], x6[n + 
      1], x6[n + 1], x6[n + 
      1], x6[n + 1], x6[n + 
      1], x6[n + 1:6]} + 2'b 01; 
assign x = {x7[n + 1], x7[n + 1:1]} + 
      {x7[n + 1], x7[n + 1], 
      x7[n + 1], x7[n + 1:3]} - 
      {x7[n + 1], x7[n + 1], 
      x7[n + 1], x7[n + 1], 
      x7[n + 1], x7[n + 1], 
      x7[n + 1:6]} - {x7[n + 1], 
      x7[n + 1], x7[n + 1], 
      x7[n + 1], x7[n + 1], 
      x7[n + 1], x7[n + 1], 
      x7[n + 1], x7[n + 1], 
      x7[n + 1:9]} - {x7[n + 1], 
      x7[n + 1], x7[n + 1], 
      x7[n + 1], x7[n + 1], 
      x7[n + 1], x7[n + 1], 
      x7[n + 1], x7[n + 1], 
      x7[n + 1], x7[n + 1], 
      x7[n + 1], x7[n + 1:12]} + 
      {x7[n + 1], x7[n + 1], 
      x7[n + 1], x7[n + 1], 
      x7[n + 1], x7[n + 1], 
      x7[n + 1], x7[n + 1], 
      x7[n + 1], x7[n + 1], 
      x7[n + 1], x7[n + 1], 
      x7[n + 1], x7[n + 1], 
      x7[n + 1:14]} - {x7[n + 1], 
      x7[n + 1], x7[n + 1], 
      x7[n + 1], x7[n + 1], 
      x7[n + 1], x7[n + 1], 
      x7[n + 1], x7[n + 1], 
      x7[n + 1], x7[n + 1], 
      x7[n + 1], x7[n + 1], 
      x7[n + 1], x7[n + 1], 
      x7[n + 1], x7[n + 1:16]}; 
assign y = {y7[n + 1], y7[n + 1:1]} + 
      {y7[n + 1], y7[n + 1], 
      y7[n + 1], y7[n + 1:3]} - 
      {y7[n + 1], y7[n + 1], 
      y7[n + 1], y7[n + 1], 
      y7[n + 1], y7[n + 1], 
      y7[n + 1:6]} - {y7[n + 1], 
      y7[n + 1], y7[n + 1], 
      y7[n + 1], y7[n + 1], 
      y7[n + 1], y7[n + 1], 
      y7[n + 1], y7[n + 1], 
      y7[n + 1:9]} - {y7[n + 1], 
      y7[n + 1], y7[n + 1], 
      y7[n + 1], y7[n + 1], 
      y7[n + 1], y7[n + 1], 
      y7[n + 1], y7[n + 1], 
      y7[n + 1], y7[n + 1], 
      y7[n + 1], y7[n + 1:12]} + 
      {y7[n + 1], y7[n + 1], 
      y7[n + 1], y7[n + 1], 
      y7[n + 1], y7[n + 1], 
      y7[n + 1], y7[n + 1], 
      y7[n + 1], y7[n + 1], 
      y7[n + 1], y7[n + 1], 
      y7[n + 1], y7[n + 1], 
      y7[n + 1:14]} - {y7[n + 1], 
      y7[n + 1], y7[n + 1], 
      y7[n + 1], y7[n + 1], 
      y7[n + 1], y7[n + 1], 
      y7[n + 1], y7[n + 1], 
      y7[n + 1], y7[n + 1], 
      y7[n + 1], y7[n + 1], 
      y7[n + 1], y7[n + 1], 
      y7[n + 1], y7[n + 1:16]}; 
assign oReal = (iPhi[5] & (iPhi[4] | iPhi[3] | iPhi[2] | 
      iPhi[1] | iPhi[0])) === 1'b 0 ? y[n - 1:0] : 
	x[n - 1:0]; 
assign oImage = (iPhi[5] & (iPhi[4] | iPhi[3] | iPhi[2] | 
      iPhi[1] | iPhi[0])) === 1'b 0 ? x[n - 1:0] : 
	~y[n - 1:0] + 2'b 01; 
endmodule  
`timescale 1 ns / 1 ns  
module fourth_stage (
   iClk,
   iRst_n,
   iData_valid,
   iData_Re,
   iData_Im,
   oData_valid,
   oData_Re,
   oData_Im);
input   iClk; 
input   iRst_n; 
input   iData_valid; 
input   [33:0] iData_Re; 
input   [33:0] iData_Im; 
output   oData_valid; 
output   [34:0] oData_Re; 
output   [34:0] oData_Im; 
reg     oData_valid; 
reg     [34:0] oData_Re; 
reg     [34:0] oData_Im; 
wire    [34:0] iData_8_Re; 
wire    [34:0] iData_8_Im; 
wire    [34:0] oData_8_Re; 
wire    [34:0] oData_8_Im; 
wire    [34:0] Product_Re; 
wire    [34:0] Product_Im; 
wire    [34:0] Pos_data_Re; 
wire    [34:0] Pos_data_Im; 
wire    [34:0] Neg_data_Re; 
wire    [34:0] Neg_data_Im; 
wire    [34:0] Data_Re; 
wire    [34:0] Data_Im; 
reg     [7:0] Counter; 
wire    [5:0] Phi; 
wire    En; 
wire    Rst; 
wire    Data_valid; 
assign En = Counter[7] | iData_valid; 
assign Data_valid = Counter[7] | iData_valid & (Counter[6] | Counter[5] | 
      Counter[4] | Counter[3]); 
assign Rst = ~(~(Counter[7] & Counter[3]) & iRst_n); 
assign iData_8_Re = Counter[3] === 1'b 0 ? {iData_Re[33], iData_Re} : 
	Neg_data_Re; 
assign iData_8_Im = Counter[3] === 1'b 0 ? {iData_Im[33], iData_Im} : 
	Neg_data_Im; 
assign Pos_data_Re =iData_Re[33]===1'b1 ? (oData_8_Re - {~iData_Re+1'b1}):( oData_8_Re+iData_Re);; 
assign Pos_data_Im =iData_Im[33]===1'b1 ? (oData_8_Im - {~iData_Im+1'b1}):( oData_8_Im+iData_Im); 
assign Neg_data_Re =iData_Re[33]===1'b1 ? (oData_8_Re + {~iData_Re+1'b1}):( oData_8_Re-iData_Re);; 
assign Neg_data_Im =iData_Im[33]===1'b1 ? (oData_8_Im + {~iData_Im+1'b1}):( oData_8_Im-iData_Im); 
assign Data_Re = Counter[3] === 1'b 0 ? Product_Re : 
	Pos_data_Re; 
assign Data_Im = Counter[3] === 1'b 0 ? Product_Im : 
	Pos_data_Im; 
always @(posedge iClk or posedge Rst)
   begin : Counter_process
   if (Rst === 1'b 1)
      begin
      Counter <= {8{1'b 0}};   
      end
   else if (iClk === 1'b 1 )
      begin
      if (En === 1'b 1)
         begin
         Counter <= Counter + 2'b 01;   
         end
      else
         begin
         Counter <= Counter;   
         end
      end
   end
always @(posedge iClk or negedge iRst_n)
   begin : Data_output
   if (iRst_n === 1'b 0)
      begin
      oData_valid <= 1'b 0;   
      oData_Re <= {35{1'b 0}};   
      oData_Im <= {35{1'b 0}};   
      end
   else if (iClk === 1'b 1 )
      begin
      oData_valid <= Data_valid;   
      oData_Re <= Data_Re;   
      oData_Im <= Data_Im;   
      end
   end
assign Phi = {Counter[2:0], 3'b 000}; 
defparam
      Cordic_mid_process.n = 35;
cordic_mid Cordic_mid_process (.iReal(oData_8_Re),
          .iImage(oData_8_Im),
          .iPhi(Phi),
          .oReal(Product_Re),
          .oImage(Product_Im));
buffer_8 Buffer_8_process (.iClk(iClk),
          .iEn(En),
          .iData_Re(iData_8_Re),
          .iData_Im(iData_8_Im),
          .oData_Re(oData_8_Re),
          .oData_Im(oData_8_Im));
endmodule  
[flow/run.sh]
#!/bin/bash
# OpenROAD 26Q1-2900-gdf79404cd8, Yosys 0.63+post, stock flow scripts
make -C /OpenROAD-flow-scripts/flow DESIGN_CONFIG=/design/flow/config.mk WORK_HOME=/design/flow/orfs finish
[flow/config.mk]
export PLATFORM = sky130hd
export DESIGN_NAME = fourth_stage
export DESIGN_NICKNAME = fourth_stage
export VERILOG_FILES = /design/flow/design.v
export SDC_FILE = /design/flow/constraint.sdc
export NUM_CORES = 4
export LEC_CHECK = 1
export CORE_UTILIZATION = 40
[flow/constraint.sdc]
current_design fourth_stage

set clk_period 4.6
set clk_io_pct 0.2

create_clock -name clk0 -period $clk_period [get_ports {iClk}]

set non_clock_inputs [all_inputs -no_clocks]
set_input_delay [expr $clk_period * $clk_io_pct] -clock clk0 $non_clock_inputs
set_output_delay [expr $clk_period * $clk_io_pct] -clock clk0 [all_outputs]
==> results.txt <==
Main synth FF type - edfxtp_1
Post-synthesis cell area - 83,000 sq um
Flip-flops with a built-in enable - 560
Crit path DAT - 23.17 ns
CP max FO - 6
Seq cells post-synth - 639
YS warnings - 5
Max Clk Rate - 44.2 MHz
H-tree levels - 2
Initial core utilization - 0.404
Detail Route Antenna Nets - 0
Worst hold path class - reg2async
WS Path Type - reg2reg
Post-DP Area - 116,000 sq um
Largest net degree at the start of global routing - 102
Most common cell on crit path - ha_1
First-pass GRT wire length - 432 mm
Top Ports - 142
CP required - 5.15 ns
CTS max path bufs - 3
Yosys cell count - 9,684
DP Worst Slack - -19.04 ns
Async S/R FF share, synth - 0.124
Vias per std cell - 4.98
Worst Max-Slew Pin Slew - 0.875 ns
GRT Resource Usage Total - 0.273
Core ar. - 205,000 sq um
Layout cells sized above 1 - 0.379
Post-synthesis sequential area ratio - 0.226
Max cap viols - 0
CTS tree - yes
CTS sink cnt - 639
Netlist cell types - 104
Fin Hold WS - 0.289 ns
I/O Buffers - 141
CP top delay family - AND-OR/OR-AND gates
Routed WL - 278 mm
Top-count cell post-synth - inv_1
Violated checks - negative setup slack
DIE HEIGHT - 458 microns
Num CTS Buffers - 55
Yosys chip area - 83,000 sq um
Top cells by count - 1,312 x inv_1, 1,146 x ha_1, 854 x nor2_1
Mapped Avg Cell Area - 8.58 sq um
Drt first pass iters - 6
Routed vias - 81,200
Status - finished with violations
Cts hold-fix bufs - 0
Layout Skew - 0.0439 ns
Crit end category - flop
Latency at later pin - 0.65 ns
Post-route cell area - 125,000 sq um
Buffers & Inverters on Critical Path - 12
Die area - 209,000 sq um
Gp weighted congestion - 0.989
Worst Setup Start Kind - flop
Slowest stage cell, crit path - or4b_4
Clock transition at the registers of the reported paths - 0.08 ns
Congestion Overflow GR - 0
DP HPWL - 235 mm
Final setup fails - 105
Post-Synthesis Cells - 9,684
DR WL/cell - 17.1 microns
DR DRC count - 0
Setup TNS Final - -1177.19 ns
Count of tool warnings - 332
Initial antenna violation count - 6
Top cells by area - edfxtp_1 20%, ha_1 17%, xnor2_1 8.5%
Unrepaired setup endpoints after global routing - true
Final Hold Viols - 0
Cell taking the most area after synthesis - edfxtp_1
Critical Path Max Stage Delay - 0.60 ns
Area leader share - 0.203
Via count of the first global-routing pass - 79,400
Final slew viol count - 0
Final min period - 22.62 ns
Min setup slack post-route - -18.02 ns
Number of core rows - 166
DR iter-0 viols - 4,049
Max-slew headroom - 0.417
Die X - 458 microns
Area Growth Syn to Fin - 50.5%
Root buf cell - clkbuf_16
Fin crit share - 4.92
[area by class of cell]
cell class	count	area, sq um
Sequential cell	639	18800
Clock buffer	65	1420
Inverter	1321	5000
Tap cell	2688	3360
Fill cell	16500	80500
Timing Repair Buffer	3992	30700
Timing Repair inverter	1	8.76
Antenna cell	2	5.00
Multi-Input combinational cell	7547	65300
Clock inverter	38	395
[layer usage]
layer,wire [microns],global-route usage,vias to the layer above
met1,127000,0.398,37900
met2,122000,0.414,1646
li1,-,-,41400
met4,10300,0.0739,0
met3,18700,0.0648,297
met5,0,0,-
[stage by stage]
stage                      util  instances
after floorplan               -       9684
after global placement    0.567      16000
after CTS                 0.593      16200
final                     0.608      16300
after global routing      0.608      16300
after detailed placement  0.567      16000
[final timing paths]
path | from | endpoint | slack, ns | cells after the start
min in group clk0 | Buffer_8_process.memory[3][50] | Buffer_8_process.memory[4][50] | 0.40 | 0
worst min-delay path | Counter[7] | Counter[7] | 0.29 | 1
worst max-delay path | Buffer_8_process.memory[7][36] | oData_Re[34] | -18.02 | 109
worst min register to register | Counter[7] | Counter[7] | 0.29 | 1
worst max register to register | Buffer_8_process.memory[7][36] | oData_Re[34] | -18.02 | 109
max in group asynchronous | Counter[3] | Counter[3] | 3.21 | 3
[flip-flops by register name, indices dropped and copies added, names as in the netlist]
name / cells
oData_Re: 35
Counter: 8
oData_Im: 35
oData_valid: 1
Buffer_8_process.memory: 560
[logic make-up after synthesis]
logic type	share of synthesized area
mux	0.0147
fa+ha+maj	0.253
xor+xnor	0.114
simple gates	0.137
compound gates	0.187
flops	0.226
buf+inv	0.0681
[layout by cell type (no fill, tap or decap), types with 78 or more instances in the layout]
cell type	netlist	final
a21oi_2	3	194
xor2_1	257	218
clkdlybuf4s50_1	0	137
xnor2_2	2	94
fa_1	330	327
nand2_1	542	526
o21ai_0	455	288
nand2b_1	125	114
o21ai_1	16	107
nand3_1	155	144
o21bai_1	209	201
a21o_1	199	197
o21a_1	90	85
nor3_1	231	185
or3_1	121	96
edfxtp_1	560	560
dfrtp_1	79	78
inv_1	1312	1245
buf_4	0	3797
ha_4	0	101
nor2_1	854	793
ha_1	1146	1030
xnor2_1	810	702
a21oi_1	816	613
nor2b_1	92	78
[timing repair]
action,in CTS,in global routing
pin swaps,280,328
endpoints found under the setup margin,110,112
gates cloned,1,0
gates resized,542,521
setup buffers,137,76
