===== design/flow/design.v =====
`timescale 1 ns / 1 ns  
module regffti (
   clk,
   regfft_wren,
   regfft_addr,
   data_in,
   data_out);
input   clk; 
input   regfft_wren; 
input   [5:0] regfft_addr; 
input   [37:0] data_in; 
output   [37:0] data_out; 
reg     [37:0] data_out; 
reg     [37:0] memory [63:0]; 
always @(posedge clk)
   begin : write_read
   if (clk === 1'b 1)
      begin
      if (regfft_wren === 1'b 1)
         begin
         memory[regfft_addr] <= data_in;   
         end
      else
         begin
         data_out <= memory[regfft_addr];   
         end
      end
   end
endmodule  

===== design/flow/run.sh =====
#!/bin/bash
# OpenROAD 26Q1-2900-gdf79404cd8, Yosys 0.63+post, stock flow scripts
make -C /OpenROAD-flow-scripts/flow DESIGN_CONFIG=/design/flow/config.mk WORK_HOME=/design/flow/orfs finish

===== design/flow/config.mk =====
export PLATFORM = sky130hd
export DESIGN_NAME = regffti
export DESIGN_NICKNAME = regffti
export VERILOG_FILES = /design/flow/design.v
export SDC_FILE = /design/flow/constraint.sdc
export NUM_CORES = 4
export LEC_CHECK = 1
export CORE_UTILIZATION = 30

===== design/flow/constraint.sdc =====
current_design regffti

set clk_period 54.1
set clk_io_pct 0.2

create_clock -name clk0 -period $clk_period [get_ports {clk}]

set non_clock_inputs [all_inputs -no_clocks]
set_input_delay [expr $clk_period * $clk_io_pct] -clock clk0 $non_clock_inputs
set_output_delay [expr $clk_period * $clk_io_pct] -clock clk0 [all_outputs]

==> flow_summary.toml <==
# implementation run metrics
[run_status]
status = "completed"

[floorplan]
die_w_um = 559.4
fp-utilization = 0.3018
io_pins = 84
core_area_um2 = 308800
dieArea_um2 = 312900
die_h_um = 559.4
floorplan.rows = 204

[placed_design]
gp_congestion = 0.8974
placed_area_um2 = 99500
place_worst_setup_slack_ns = 38.40
dpl.hpwl_um = 165000
port_buffers = 83

[sta]
max_slew.worst_pin.slew_ns = 1.170
final_hold_viol_count = 0
maxSlewHeadroom = 0.2183
slew_viol_final = 0
setup_ws_ns = 39.19
skew_ns = 0.06328
fmax_ghz = 0.06709
fin_crit_sh = 0.2755
setup_viol = 0
finalCriticalPeriod_ns = 14.91
rsz0062_at_grt = "no"
tns_ns = 0

[global_routing]
global_route.usage.met3 = 0.1753
grt_pass1_wl_um = 412200
grt_busiest_layer = "met2"
use_met1 = 0.1947
grt-ovfl-total = 0
use_met2 = 0.2898
grt_pass1_vias = 56584
grt_usage = 0.1983
grt_max_degree = 87
antenna_found_initial = 16

[detailed_routing]
vias = 53096
first_pass_iters = 14
wl_um = 293400
ant_nets = 0
wl_per_cell_um = 30.55
viasPerCell = 5.529
drc = 0
drt_iter0_drc = 4149

[critical_path]
r2r-end = "data_out[36]$_DFFE_PN_"
ff2ff_setup_slack_ns = 51.55
arrival_ns = 15.64
reg2regPathDepth = 6
crit_family = "buffers and inverters"
cpMostUsedCell = "buf_4"
path_cells = "buf_8, buf_4, buf_4, buf_4, and2_4, buf_4, buf_4, a221oi_1, nor4_1, nor3_1, o221ai_1, or3_1"
r2r-start = "memory[45][36]$_DFFE_PP_"
path_max_fanout = 53
cp_data_required_time_ns = 54.83
crit_slowest_cell = "buf_4"
cp_num_buf_inv = 6
endpoint_kind = "register"
worst-setup-path-type = "primary input to register"
cpPeakStageDelay_ns = 0.70
startpoint_type = "primary input"

[pwr]
peakVddDrop_uv = 34.07
power_density_nw_per_um2 = 36.74
p_total_mw = 3.929
p_leak_nw = 32.52

[layout]
final_util = 0.3462
final_area_um2 = 106900
nFillCells = 28505
mostFrequentLayoutCell = "edfxtp_1"
drive_above_1_share = 0.1551
synthToLayoutAreaGrowth_pct = 14.72
final_cell_mix = "2470 x edfxtp_1, 614 x a221oi_1, 277 x nor2_1"

[logic_synthesis]
ys_seq_share = 0.7958
aoi_share = 0.1158
netlist_logic_family_top = "AND-OR/OR-AND gates"
ff_type = "edfxtp_1"
xor_share = 0
numSynthFlops = 2470
ys_area_um2 = 93200
async_flop_share = 0
ys_sh_mux = 0.04382
synth-edff-count = 2470
yosys.area_share.simple = 0.02390
yosysCellCount = 5121
avgSynthCellArea_um2 = 18.20
syn_inst = 5121
synthesis.area_um2 = 93200
fa_ha_area_frac = 0
ys_warn_count = 1
ys_types = 55

[hold_path]
hold_path_end = "data_out[33]$_DFFE_PN_"
holdCritStartpoint = "memory[35][33]$_DFFE_PP_"
whs_path_depth = 3
hold_path_class = "register to register"

[flow_run]
drv_cap = 0
warnings = 26

[cts]
numCtsBuffers = 233
h-tree-depth = 4
post_cts_buffers = 0
clock.latency.late_pin_ns = 0.91
cts_resized = 0
numClockSinks = 2470
cts_hold_buf = 0
clock_path_buffers = 3
root_buffer = "clkbuf_16"
cts_tree = "done"
clkTransAtPathRegs_ns = 0.06
## state kept, by name, summed over array words and instances, names as in the netlist
register  flops
data_out     38
memory     2432
## kinds of logic after synthesis
kind of cell,after synthesis
simple gates,524
flops,2470
compound gates,1416
mux,309
buf+inv,402
## synthesized netlist by cell type, types with 13 or more instances
library cell | n | area, um2
edfxtp_1 | 2470 | 74170
a221oi_1 | 614 | 5378
mux4_2 | 69 | 1554
a21oi_1 | 130 | 650.6
a22o_1 | 44 | 385.4
nor3_1 | 25 | 125.1
a211oi_1 | 26 | 195.2
o221ai_1 | 35 | 306.5
o21ai_0 | 167 | 835.8
mux2_2 | 102 | 1149
nor2_1 | 345 | 1295
clkbuf_1 | 150 | 563.0
or3_1 | 16 | 100.1
buf_6 | 13 | 146.4
buf_4 | 20 | 150.1
nand3_1 | 31 | 155.2
buf_1 | 34 | 127.6
mux2i_1 | 138 | 1381
nand2_1 | 51 | 191.4
nand4_1 | 22 | 137.6
a211o_1 | 17 | 148.9
buf_2 | 178 | 890.9
o22ai_1 | 95 | 594.3
a22oi_1 | 197 | 1479
## worst register-to-register path: stages (launching register included)
cell and delay, ns:
edfxtp_1 0.36, mux2_2 0.27, a22oi_1 0.17, nor2_1 0.06, a221oi_1 0.88, o22ai_1 0.15, or3_1 0.40
## worst max-delay path by stage
stage              start                      to  slack (ns)  cells after the start
4_1_cts   regfft_addr[2]  data_out[28]$_DFFE_PN_       39.30                     12
5_1_grt   regfft_addr[2]  data_out[28]$_DFFE_PN_       39.07                     12
6_report  regfft_addr[2]  data_out[28]$_DFFE_PN_       39.19                     12
## area by class of cell
type / instances / area [um2] / share of cell area
tap: 4120 / 5155 / 0.04821
clock buffer: 283 / 6018 / 0.05628
sequential: 2470 / 74170 / 0.6937
multi-input combinational: 2249 / 17710 / 0.1656
antenna: 10 / 25.02 / 0.0002340
timing repair buffer: 314 / 2427 / 0.02270
inverter: 5 / 32.53 / 0.0003042
clock inverter: 153 / 1386 / 0.01297
## report_power, final
part / total [mW] / switching (mW) / internal (mW)
logic: 0.213 / 0.153 / 0.0598
registers: 2.13 / 0.00823 / 2.12
clock network: 1.58 / 0.702 / 0.882
## routing by layer
layer,vias up,share of wire
met5,-,0.0029
met4,34,0.051
met3,677,0.19
met2,4197,0.45
met1,26235,0.30
li1,21953,-
## stage by stage
stage	instances	hold WS, ns
2_1_floorplan	5121	0.6482
3_3_place_gp	9158	0.6717
3_5_place_dp	9158	0.6756
4_1_cts	9594	0.7055
5_1_grt	9595	0.7447
6_report	9604	0.7009
