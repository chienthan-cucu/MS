`constraint.sdc`:
```
current_design third_stage

set clk_period 4.6
set clk_io_pct 0.2

create_clock -name clk0 -period $clk_period [get_ports {iClk}]

set non_clock_inputs [all_inputs -no_clocks]
set_input_delay [expr $clk_period * $clk_io_pct] -clock clk0 $non_clock_inputs
set_output_delay [expr $clk_period * $clk_io_pct] -clock clk0 [all_outputs]
```
`config.mk`:
```
export PLATFORM = sky130hd
export DESIGN_NAME = third_stage
export DESIGN_NICKNAME = third_stage
export VERILOG_FILES = /design/flow/design.v
export SDC_FILE = /design/flow/constraint.sdc
export NUM_CORES = 4
export LEC_CHECK = 1
export CORE_UTILIZATION = 30
```
`design.v`:
```
`timescale 1 ns / 1 ns  
module buffer_16 (
   iClk,
   iEn,
   iData_Re,
   iData_Im,
   oData_Re,
   oData_Im);
input   iClk; 
input   iEn; 
input   [33:0] iData_Re; 
input   [33:0] iData_Im; 
output   [33:0] oData_Re; 
output   [33:0] oData_Im; 
wire    [33:0] oData_Re; 
wire    [33:0] oData_Im; 
reg     [67:0] memory [15:0]; 
assign oData_Re = memory[15][67:34]; 
assign oData_Im = memory[15][33:0]; 
always @(posedge iClk)
   begin : process_1
   if (iClk === 1'b 1)
      begin
      if (iEn === 1'b 1)
         begin    
         memory[15] <= memory[14];   
         memory[14] <= memory[13];   
         memory[13] <= memory[12];   
         memory[12] <= memory[11];   
         memory[11] <= memory[10];   
         memory[10] <= memory[9];   
         memory[9] <= memory[8];   
         memory[8] <= memory[7];   
         memory[7] <= memory[6];   
         memory[6] <= memory[5];   
         memory[5] <= memory[4];   
         memory[4] <= memory[3];   
         memory[3] <= memory[2];   
         memory[2] <= memory[1];   
         memory[1] <= memory[0];   
         memory[0] <= {iData_Re, iData_Im}; 
         end
      else
         ;
      end
   end
endmodule  
`timescale 1 ns / 1 ns  
module cordic_mid (
   iReal,
   iImage,
   iPhi,
   oReal,
   oImage);
parameter n = 33;
input   [n - 1:0] iReal; 
input   [n - 1:0] iImage; 
input   [5:0] iPhi; 
output   [n - 1:0] oReal; 
output   [n - 1:0] oImage; 
wire    [n - 1:0] oReal; 
wire    [n - 1:0] oImage; 
parameter [7:0] alpha0 = 8'b 00110010; 
parameter [7:0] alpha1 = 8'b 00011110; 
parameter [7:0] alpha2 = 8'b 00010000; 
parameter [7:0] alpha3 = 8'b 00001000; 
parameter [7:0] alpha4 = 8'b 00000100; 
parameter [7:0] alpha5 = 8'b 00000010; 
parameter [7:0] alpha6 = 8'b 00000001; 
wire    [n + 1:0] x0; 
wire    [n + 1:0] x1; 
wire    [n + 1:0] x2; 
wire    [n + 1:0] x3; 
wire    [n + 1:0] x4; 
wire    [n + 1:0] x5; 
wire    [n + 1:0] x6; 
wire    [n + 1:0] x7; 
wire    [n + 1:0] x; 
wire    [n + 1:0] y0; 
wire    [n + 1:0] y1; 
wire    [n + 1:0] y2; 
wire    [n + 1:0] y3; 
wire    [n + 1:0] y4; 
wire    [n + 1:0] y5; 
wire    [n + 1:0] y6; 
wire    [n + 1:0] y7; 
wire    [n + 1:0] y; 
wire    [7:0] z0; 
wire    [7:0] z1; 
wire    [7:0] z2; 
wire    [7:0] z3; 
wire    [7:0] z4; 
wire    [7:0] z5; 
wire    [7:0] z6; 
wire    [5:0] Phi; 
assign Phi = (iPhi[5] & (iPhi[4] | iPhi[3] | iPhi[2] | 
      iPhi[1] | iPhi[0])) === 1'b 1 ? {1'b 0, iPhi[4:0]} : 
	iPhi; 
assign x0 = {iImage[n - 1], iImage[n - 1], 
      iImage}; 
assign y0 = {iReal[n - 1], iReal[n - 1], 
      iReal}; 
assign z0 = {Phi, 2'b 00} - {2'b 00, Phi} + 
      {5'b 00000, Phi[5:3]}; 
assign x1 = x0 - y0; 
assign y1 = y0 + x0; 
assign z1 = z0 - alpha0; 
assign x2 = z1[7] === 1'b 0 ? x1 - {y1[n + 1], 
      y1[n + 1:1]} : 
	x1 + {y1[n + 1], y1[n + 1:1]}; 
assign y2 = z1[7] === 1'b 0 ? y1 + {x1[n + 1], 
      x1[n + 1:1]} : 
	y1 - {x1[n + 1], x1[n + 1:1]} + 
      2'b 01; 
assign z2 = z1[7] === 1'b 0 ? z1 - alpha1 : 
	z1 + alpha1; 
assign x3 = z2[7] === 1'b 0 ? x2 - {y2[n + 1], 
      y2[n + 1], y2[n + 1:2]} : 
	x2 + {y2[n + 1], y2[n + 
      1], y2[n + 1:2]}; 
assign y3 = z2[7] === 1'b 0 ? y2 + {x2[n + 1], 
      x2[n + 1], x2[n + 1:2]} : 
	y2 - {x2[n + 1], x2[n + 
      1], x2[n + 1:2]} + 2'b 01; 
assign z3 = z2[7] === 1'b 0 ? z2 - alpha2 : 
	z2 + alpha2; 
assign x4 = z3[7] === 1'b 0 ? x3 - {y3[n + 1], 
      y3[n + 1], y3[n + 1], 
      y3[n + 1:3]} : 
	x3 + {y3[n + 1], y3[n + 
      1], y3[n + 1], y3[n + 1:3]}; 
assign y4 = z3[7] === 1'b 0 ? y3 + {x3[n + 1], 
      x3[n + 1], x3[n + 1], 
      x3[n + 1:3]} : 
	y3 - {x3[n + 1], x3[n + 
      1], x3[n + 1], x3[n + 1:3]} + 
      2'b 01; 
assign z4 = z3[7] === 1'b 0 ? z3 - alpha3 : 
	z3 + alpha3; 
assign x5 = z4[7] === 1'b 0 ? x4 - {y4[n + 1], 
      y4[n + 1], y4[n + 1], 
      y4[n + 1], y4[n + 1:4]} : 
	x4 + {y4[n + 1], y4[n + 
      1], y4[n + 1], y4[n + 
      1], y4[n + 1:4]}; 
assign y5 = z4[7] === 1'b 0 ? y4 + {x4[n + 1], 
      x4[n + 1], x4[n + 1], 
      x4[n + 1], x4[n + 1:4]} : 
	y4 - {x4[n + 1], x4[n + 
      1], x4[n + 1], x4[n + 
      1], x4[n + 1:4]} + 2'b 01; 
assign z5 = z4[7] === 1'b 0 ? z4 - alpha4 : 
	z4 + alpha4; 
assign x6 = z5[7] === 1'b 0 ? x5 - {y5[n + 1], 
      y5[n + 1], y5[n + 1], 
      y5[n + 1], y5[n + 1], 
      y5[n + 1:5]} : 
	x5 + {y5[n + 1], y5[n + 
      1], y5[n + 1], y5[n + 
      1], y5[n + 1], y5[n + 1:5]}; 
assign y6 = z5[7] === 1'b 0 ? y5 + {x5[n + 1], 
      x5[n + 1], x5[n + 1], 
      x5[n + 1], x5[n + 1], 
      x5[n + 1:5]} : 
	y5 - {x5[n + 1], x5[n + 
      1], x5[n + 1], x5[n + 
      1], x5[n + 1], x5[n + 1:5]} + 
      2'b 01; 
assign z6 = z5[7] === 1'b 0 ? z5 - alpha5 : 
	z5 + alpha5; 
assign x7 = z6[7] === 1'b 0 ? x6 - {y6[n + 1], 
      y6[n + 1], y6[n + 1], 
      y6[n + 1], y6[n + 1], 
      y6[n + 1], y6[n + 1:6]} : 
	x6 + {y6[n + 1], y6[n + 
      1], y6[n + 1], y6[n + 
      1], y6[n + 1], y6[n + 
      1], y6[n + 1:6]}; 
assign y7 = z6[7] === 1'b 0 ? y6 + {x6[n + 1], 
      x6[n + 1], x6[n + 1], 
      x6[n + 1], x6[n + 1], 
      x6[n + 1], x6[n + 1:6]} : 
	y6 - {x6[n + 1], x6[n + 
      1], x6[n + 1], x6[n + 
      1], x6[n + 1], x6[n + 
      1], x6[n + 1:6]} + 2'b 01; 
assign x = {x7[n + 1], x7[n + 1:1]} + 
      {x7[n + 1], x7[n + 1], 
      x7[n + 1], x7[n + 1:3]} - 
      {x7[n + 1], x7[n + 1], 
      x7[n + 1], x7[n + 1], 
      x7[n + 1], x7[n + 1], 
      x7[n + 1:6]} - {x7[n + 1], 
      x7[n + 1], x7[n + 1], 
      x7[n + 1], x7[n + 1], 
      x7[n + 1], x7[n + 1], 
      x7[n + 1], x7[n + 1], 
      x7[n + 1:9]} - {x7[n + 1], 
      x7[n + 1], x7[n + 1], 
      x7[n + 1], x7[n + 1], 
      x7[n + 1], x7[n + 1], 
      x7[n + 1], x7[n + 1], 
      x7[n + 1], x7[n + 1], 
      x7[n + 1], x7[n + 1:12]} + 
      {x7[n + 1], x7[n + 1], 
      x7[n + 1], x7[n + 1], 
      x7[n + 1], x7[n + 1], 
      x7[n + 1], x7[n + 1], 
      x7[n + 1], x7[n + 1], 
      x7[n + 1], x7[n + 1], 
      x7[n + 1], x7[n + 1], 
      x7[n + 1:14]} - {x7[n + 1], 
      x7[n + 1], x7[n + 1], 
      x7[n + 1], x7[n + 1], 
      x7[n + 1], x7[n + 1], 
      x7[n + 1], x7[n + 1], 
      x7[n + 1], x7[n + 1], 
      x7[n + 1], x7[n + 1], 
      x7[n + 1], x7[n + 1], 
      x7[n + 1], x7[n + 1:16]}; 
assign y = {y7[n + 1], y7[n + 1:1]} + 
      {y7[n + 1], y7[n + 1], 
      y7[n + 1], y7[n + 1:3]} - 
      {y7[n + 1], y7[n + 1], 
      y7[n + 1], y7[n + 1], 
      y7[n + 1], y7[n + 1], 
      y7[n + 1:6]} - {y7[n + 1], 
      y7[n + 1], y7[n + 1], 
      y7[n + 1], y7[n + 1], 
      y7[n + 1], y7[n + 1], 
      y7[n + 1], y7[n + 1], 
      y7[n + 1:9]} - {y7[n + 1], 
      y7[n + 1], y7[n + 1], 
      y7[n + 1], y7[n + 1], 
      y7[n + 1], y7[n + 1], 
      y7[n + 1], y7[n + 1], 
      y7[n + 1], y7[n + 1], 
      y7[n + 1], y7[n + 1:12]} + 
      {y7[n + 1], y7[n + 1], 
      y7[n + 1], y7[n + 1], 
      y7[n + 1], y7[n + 1], 
      y7[n + 1], y7[n + 1], 
      y7[n + 1], y7[n + 1], 
      y7[n + 1], y7[n + 1], 
      y7[n + 1], y7[n + 1], 
      y7[n + 1:14]} - {y7[n + 1], 
      y7[n + 1], y7[n + 1], 
      y7[n + 1], y7[n + 1], 
      y7[n + 1], y7[n + 1], 
      y7[n + 1], y7[n + 1], 
      y7[n + 1], y7[n + 1], 
      y7[n + 1], y7[n + 1], 
      y7[n + 1], y7[n + 1], 
      y7[n + 1], y7[n + 1:16]}; 
assign oReal = (iPhi[5] & (iPhi[4] | iPhi[3] | iPhi[2] | 
      iPhi[1] | iPhi[0])) === 1'b 0 ? y[n - 1:0] : 
	x[n - 1:0]; 
assign oImage = (iPhi[5] & (iPhi[4] | iPhi[3] | iPhi[2] | 
      iPhi[1] | iPhi[0])) === 1'b 0 ? x[n - 1:0] : 
	~y[n - 1:0] + 2'b 01; 
endmodule  
`timescale 1 ns / 1 ns  
module third_stage (
   iClk,
   iRst_n,
   iData_valid,
   iData_Re,
   iData_Im,
   oData_valid,
   oData_Re,
   oData_Im);
input   iClk; 
input   iRst_n; 
input   iData_valid; 
input   [32:0] iData_Re; 
input   [32:0] iData_Im; 
output   oData_valid; 
output   [33:0] oData_Re; 
output   [33:0] oData_Im; 
reg     oData_valid; 
reg     [33:0] oData_Re; 
reg     [33:0] oData_Im; 
wire    [33:0] iData_16_Re; 
wire    [33:0] iData_16_Im; 
wire    [33:0] oData_16_Re; 
wire    [33:0] oData_16_Im; 
wire    [33:0] Product_Re; 
wire    [33:0] Product_Im; 
wire    [33:0] Pos_data_Re; 
wire    [33:0] Pos_data_Im; 
wire    [33:0] Neg_data_Re; 
wire    [33:0] Neg_data_Im; 
wire    [33:0] Data_Re; 
wire    [33:0] Data_Im; 
reg     [7:0] Counter; 
wire    [5:0] Phi; 
wire    En; 
wire    Rst; 
wire    Data_valid; 
assign En = Counter[7] | iData_valid; 
assign Data_valid = Counter[7] | iData_valid & (Counter[6] | Counter[5] | 
      Counter[4]); 
assign Rst = ~(~(Counter[7] & Counter[4]) & iRst_n); 
assign iData_16_Re = Counter[4] === 1'b 0 ? {iData_Re[32], iData_Re} : 
	Neg_data_Re; 
assign iData_16_Im = Counter[4] === 1'b 0 ? {iData_Im[32], iData_Im} : 
	Neg_data_Im; 
assign Pos_data_Re =iData_Re[32]===1'b1 ? (oData_16_Re - {~iData_Re+1'b1}):( oData_16_Re+iData_Re);; 
assign Pos_data_Im =iData_Im[32]===1'b1 ? (oData_16_Im - {~iData_Im+1'b1}):( oData_16_Im+iData_Im);
assign Neg_data_Re =iData_Re[32]===1'b1 ? (oData_16_Re + {~iData_Re+1'b1}):( oData_16_Re-iData_Re);; 
assign Neg_data_Im =iData_Im[32]===1'b1 ? (oData_16_Im + {~iData_Im+1'b1}):( oData_16_Im-iData_Im); 
assign Data_Re = Counter[4] === 1'b 0 ? Product_Re : 
	Pos_data_Re; 
assign Data_Im = Counter[4] === 1'b 0 ? Product_Im : 
	Pos_data_Im; 
always @(posedge iClk or posedge Rst)
   begin : Counter_process
   if (Rst === 1'b 1)
      begin
      Counter <= {8{1'b 0}};   
      end
   else if (iClk === 1'b 1 )
      begin
      if (En === 1'b 1)
         begin
         Counter <= Counter + 2'b 01;           
         end
      else
         begin
         Counter <= Counter;   
         end
      end
   end
always @(posedge iClk or negedge iRst_n)
   begin : Data_output
   if (iRst_n === 1'b 0)
      begin
      oData_valid <= 1'b 0;   
      oData_Re <= {34{1'b 0}};   
      oData_Im <= {34{1'b 0}};   
      end
   else if (iClk === 1'b 1 )
      begin
      oData_valid <= Data_valid;   
      oData_Re <= Data_Re;   
      oData_Im <= Data_Im;   
      end
   end
assign Phi = {Counter[3:0], 2'b 00}; 
defparam
      Cordic_mid_process.n = 34;
cordic_mid Cordic_mid_process (.iReal(oData_16_Re),
          .iImage(oData_16_Im),
          .iPhi(Phi),
          .oReal(Product_Re),
          .oImage(Product_Im));
buffer_16 Buffer_16_process (.iClk(iClk),
          .iEn(En),
          .iData_Re(iData_16_Re),
          .iData_Im(iData_16_Im),
          .oData_Re(oData_16_Re),
          .oData_Im(oData_16_Im));
endmodule  
```
`run.sh`:
```
#!/bin/bash
# OpenROAD 26Q1-2900-gdf79404cd8, Yosys 0.63+post, stock flow scripts
make -C /OpenROAD-flow-scripts/flow DESIGN_CONFIG=/design/flow/config.mk WORK_HOME=/design/flow/orfs finish
```
==> ci_impl_report.md <==
### Metrics collected by this job

| Metric | Value |
|---|---|
| H-tree depth | 3 |
| DP HPWL | approximately 260,000 um |
| Post-Syn Instances | between 9k and 10k |
| Synthesis Warnings | 5 |
| # IOs | around 140 |
| Ys flop type | edfxtp_1 |
| Post-synth area from yosys stat | between 90,000 and 100,000 um2 |
| Error | [ERROR GRT-0116] Global routing finished with congestion. Check the congestion regions in the DRC Viewer. |
| Clock buffer depth | 3 |
| Clk root buf | clkbuf_16 |
| Unique cell types | 107 |
| Worst EP kind | sequential cell input |
| Cell count listed in synth_stat.txt | between 9k and 10k |
| Core Util at FP | 30.2% |
| Sequential element share of the synthesized area | around 36% |
| Buffers on Ports | 137 |
| Synthesized area | about 100,000 um2 |
| Yosys top cell by area | edfxtp_1 |
| Post-synth ARST share | under 10% |
| Die extent in x | about 570 um |
| Placed Cells | between 15k and 20k |
| CTS sink count | approximately 1.2k |
| Largest net degree at the start of global routing | between 100 and 150 |
| FP Rows | 208 |
| CTS hold repair buffers | 0 |
| Syn_area_per_cell | around 9.9 um2 |
| Worst_ep grt | oData_Re[33]$_DFF_PN0_/D |
| GP Congestion | 0.979 |
| CTS buffer count | 109 |
| Post-synth top area share | 33.6% |
| Die Ht | 572 um |
| EDFF count, synth | roughly 1.1k |
| Main area contributors | edfxtp_1, ha_1, xnor2_1 |
| Status | stopped before the end |
| Halt Stage | 5_1_grt |
| Flops out of synthesis | about 1.2k |
Yosys cell counts (21+ instances only):
library cell,count
a2111oi_0,24
a211o_1,28
a211oi_1,98
a21boi_0,50
a21o_1,196
a21oi_1,779
a31o_2,21
a31oi_1,90
and2_1,42
and3_1,65
clkbuf_1,127
dfrtp_1,77
edfxtp_1,1088
fa_1,323
ha_1,1121
inv_1,1245
mux2_2,66
mux2i_1,59
nand2_1,526
nand2b_1,107
nand3_1,135
nand4_1,41
nor2_1,755
nor2b_1,91
nor3_1,218
nor3b_1,23
nor4_1,60
o211ai_1,35
o21a_1,85
o21ai_0,436
o21bai_1,197
o31a_1,24
o31ai_1,63
or2_2,43
or3_1,103
or4_1,26
xnor2_1,785
xor2_1,247
through the flow:
stage	utilization (%)	TNS [ns]	power, W	cell area, um2	setup slack [ns]
4_1_cts	43.5	-1144.58	2.61	140000	-18.31
3_5_place_dp	41.0	-1291.57	2.42	132000	-19.92
3_3_place_gp	41.0	-1293.95	2.40	132000	-19.97
2_1_floorplan	-	-	1.34	99300	-18.68
cells by family after synthesis:
kind of cell | synth area share, %
buffers and inverters | 5.50
flip-flops | 35.5
XOR/XNOR | 9.45
multiplexers | 1.41
AND/OR/NAND/NOR | 11.4
adder cells (fa/ha/maj) | 21.1
AND-OR/OR-AND | 15.6
repair_timing:
action / 4_1_cts
gates resized: 729
pin swaps: 362
cloned: 0
endpoints found under the setup margin: 103
setup buffers: 165
Power and IR drop assume default switching activity.
